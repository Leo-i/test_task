`/design/flow/run.sh`:
```
#!/bin/bash
# OpenROAD 26Q1-2900-gdf79404cd8, Yosys 0.63+post, stock flow scripts
make -C /OpenROAD-flow-scripts/flow DESIGN_CONFIG=/design/flow/config.mk WORK_HOME=/design/flow/orfs finish
```
`/design/flow/config.mk`:
```
export PLATFORM = sky130hd
export DESIGN_NAME = special_reg
export DESIGN_NICKNAME = special_reg
export VERILOG_FILES = /design/flow/design.v
export SDC_FILE = /design/flow/constraint.sdc
export NUM_CORES = 4
export LEC_CHECK = 1
export CORE_UTILIZATION = 40
```
`/design/flow/constraint.sdc`:
```
current_design special_reg

set clk_period 3.7
set clk_io_pct 0.2

create_clock -name clk0 -period $clk_period [get_ports {valid_data}]
create_clock -name clk1 -period $clk_period [get_ports {valid_usb_data}]

set non_clock_inputs [all_inputs -no_clocks]
set_input_delay [expr $clk_period * $clk_io_pct] -clock clk0 $non_clock_inputs
set_output_delay [expr $clk_period * $clk_io_pct] -clock clk0 [all_outputs]
```
`/design/flow/design.v`:
```
`timescale 1ns / 1ps
module special_reg(
    input               reset,
    input               valid_data,
    input               data,
    output reg [31:0]   result, 
    output reg [4:0]    current_test,
    input               data_from_usb,
    input               valid_usb_data,
    output reg [31:0]   received_usb_data,
    output reg [4:0]    usb_package_count
);
initial begin
    result              <= 32'h0;
    current_test        <= 5'h0;
    usb_package_count <= 5'h0;
end
always @(posedge valid_data or posedge reset) begin
    if (reset) begin
        result  <= 32'h0;
        current_test <= 5'h0;
    end else begin 
        result[current_test] <= data;
        current_test <= current_test + 1;
    end
end
always @(posedge valid_usb_data or posedge reset) begin
    if (reset) begin
        received_usb_data <= 32'h0;
        usb_package_count <= 5'h0;
    end else begin
        received_usb_data[usb_package_count] <= data_from_usb;
        usb_package_count <= usb_package_count + 1;
    end
end
endmodule
```
==> results.sh <==
# source this file to load flow results
export IMPL_syn_area_mm2=0.00390
export IMPL_rsz0062_at_grt="no"
export IMPL_core_area_mm2=0.00933
export IMPL_gr_total_overflow=0
export IMPL_top_area_cell="dfrtp_1"
export IMPL_drc=0
export IMPL_drive_above_1_share_pct=12.7
export IMPL_cts_clk_slew_worst_paths_ns=0.07
export IMPL_tns_ns=0
export IMPL_final_util_pct=53.2
export IMPL_cts_tree="yes"
export IMPL_antenna_found_initial=0
export IMPL_yosys_most_used_dff="dfrtp_1"
export IMPL_drt_vias_per_instance=5.35
export IMPL_ios=79
export IMPL_hpwl_um=6550
export IMPL_cp_arrival_ns=3.00
export IMPL_top_area_share_pct=47.5
export IMPL_firstDrtPassIters=4
export IMPL_synth_area_top_cells="dfrtp_1 47%, mux2_2 9.0%, o21ai_0 3.1%"
export IMPL_vias=3087
export IMPL_antenna_cells=0
export IMPL_die_x_um=101
export IMPL_synthArstFlopShare_pct=100
export IMPL_yosysUniqueCellTypes=55
export IMPL_drtIter0Drc=209
export IMPL_drv_slew=0
export IMPL_grt_max_degree=30
export IMPL_syn_instance_count=376
export IMPL_relSlewSlack_pct=41.4
export IMPL_wl_per_cell_um=16.4
export IMPL_post_cts_buffers=0
export IMPL_tool_warnings=32
export IMPL_ys_area_mm2=0.00390
export IMPL_hold_viol=0
export IMPL_syn2layout_area_growth_pct=27.2
export IMPL_synth_edff_count=0
export IMPL_p_leak_nw=2.00
export IMPL_routabilityCongestion=0.878
export IMPL_endpoint_kind="register"
export IMPL_power_mw=1.62
export IMPL_port_buffers=77
export IMPL_yosys_warnings=1
export IMPL_antenna_left=0
export IMPL_ys_seq_share_pct=47.5
export IMPL_power_density_mw_per_mm2=327
export IMPL_dieHeight_um=101
export IMPL_run_status="complete, no violations"
export IMPL_most_common_cell="dfrtp_1"
export IMPL_chipArea_mm2=0.0101
export IMPL_worst_ep_required_time_ns=3.86
export IMPL_first_global_vias=3002
export IMPL_ys_ff=74
export IMPL_critPathLaunchType="register"
export IMPL_setup_viol=0
export IMPL_ys_cells=376
export IMPL_cts_sinks=74
export IMPL_worst_pin_slew_ns=0.875
export IMPL_routed_wl_um=9450
export IMPL_track_usage_pct=20.2
export IMPL_netlist_top_cells_count="74 x dfrtp_1, 31 x mux2_2, 25 x nand2_1"
export IMPL_num_rows=35
export IMPL_path_class="reg2reg"
export IMPL_skew_ns=0.00869
export IMPL_ctsResizeCount=0
export IMPL_holdBufCountCts=0
export IMPL_syn_area_per_cell_um2=10.4
export IMPL_cap_violations=0
export IMPL_ir_worst_vdd_v=0.000200
export IMPL_initial_core_util_pct=41.8
export IMPL_hold_class="reg2reg"
export IMPL_grt_pass1_wl_um=15700
export IMPL_crit_path_max_fanout=21
==> cell families after synthesis <==
logic type                 count (synthesis)  share of synthesized area [%]
xor gates and xnor gates                  12                           2.70
DFF                                       74                           47.5
buffers and inverters                     39                           4.11
AOI/OAI and AO/OA                        103                           18.3
and+or+nand+nor                          105                           14.8
muxes                                     35                           10.0
adders and majority gates                  8                           2.57
==> layout make-up <==
cell class / instances / area (µm²)
Multi-Input combinational cell: 263 / 1890
Fill cell: 826 / 4370
Inverter: 15 / 56.3
Clock inverter: 1 / 30.0
Tap cell: 129 / 161
Sequential cell: 74 / 1850
Clock buffer: 14 / 173
Timing Repair Buffer: 81 / 801
==> power by group <==
group | internal, mW | switching (mW)
Clock | 0.368 | 0.281
Combinational | 0.0776 | 0.0350
Sequential | 0.842 | 0.0186
Total | 1.29 | 0.334
==> critical path: stages, from the launching register on <==
cell and delay, ns:
dfrtp_1 0.73, inv_1 0.13, ha_1 0.41, xor2_1 0.32, nor4bb_1 0.53, a21boi_0 0.25, mux2_2 0.35
==> metal layers <==
| metal | share of wire, % | vias up | wire (µm) | GRT usage, % |
|---|---|---|---|---|
| met1 | 50 | 1491 | 4740 | 34.3 |
| met3 | 5.6 | 10 | 525 | 4.23 |
| met2 | 43 | 84 | 4110 | 28.2 |
| met5 | 0 | - | 0 | 0 |
| li1 | - | 1502 | - | - |
| met4 | 0.83 | 0 | 78 | 2.23 |
==> sequential cells by signal, indices dropped and copies added, names as in the netlist <==
register           cells
result                32
current_test           5
received_usb_data     32
usb_package_count      5
==> placed cells by master, fill, tap and decap left out, drive strengths merged, types with 4 or more instances in the layout <==
cell type / n
dfrtp: 74
o21ai: 26
buf: 4
ha: 8
xnor2: 6
nor2: 14
o21bai: 6
o31ai: 4
nand2b: 11
nand2: 25
clkdlybuf4s50: 77
o211ai: 13
mux2: 33
nor2b: 5
clkbuf: 14
a21oi: 9
nand3: 12
o22ai: 12
or2: 5
or4: 4
a21boi: 6
o2bb2ai: 6
inv: 15
xor2: 6
==> path summary, 6_finish.rpt <==
| path | start | endpoint | slack [ns] | cells after the start |
|---|---|---|---|---|
| worst max-delay path | current_test[0] | result[6] | 0.86 | 6 |
| worst min-delay path | result[19] | result[19] | 0.50 | 1 |
| worst max register to register | current_test[0] | result[6] | 0.86 | 6 |
| worst min register to register | result[19] | result[19] | 0.50 | 1 |
| max in group clk1 | usb_package_count[0] | received_usb_data[2] | 1.06 | 6 |
| max in group asynchronous | reset | current_test[1] | 2.10 | 3 |
| min in group clk1 | received_usb_data[24] | received_usb_data[24] | 0.50 | 1 |
| min in group asynchronous | reset | result[12] | 0.81 | 2 |
==> stage by stage <==
stage | hold WS, ns | worst slack, ns | area (µm²) | instances
floorplan | 0.433 | 1.08 | 3900 | 376
global placement | 0.477 | 1.07 | 4760 | 562
detailed placement | 0.482 | 0.948 | 4760 | 562
CTS | 0.499 | 0.916 | 4960 | 577
global route | 0.512 | 0.643 | 4960 | 577
finish | 0.497 | 0.861 | 4960 | 577
Power figures rest on the tool's default switching activity, not on a simulated workload.
