## flow/config.mk

```make
export PLATFORM = sky130hd
export DESIGN_NAME = receiver
export DESIGN_NICKNAME = receiver
export VERILOG_FILES = /design/flow/design.v
export SDC_FILE = /design/flow/constraint.sdc
export NUM_CORES = 4
export LEC_CHECK = 1
export CORE_AREA = 10 10 82 82
export DIE_AREA = 0 0 92 92
```

## flow/constraint.sdc

```tcl
current_design receiver

set clk_period 1.0
set clk_io_pct 0.2

create_clock -name clk0 -period $clk_period [get_ports {ACK}]

set non_clock_inputs [all_inputs -no_clocks]
set_input_delay [expr $clk_period * $clk_io_pct] -clock clk0 $non_clock_inputs
set_output_delay [expr $clk_period * $clk_io_pct] -clock clk0 [all_outputs]
```

## flow/design.v

```verilog
`timescale 1ns / 1ps
module receiver(
    input               reset,
    input [22:0]        GPI,
    input               ACK,
    output reg [22:0]   received_data,
    output reg          ready
);
always@(negedge ACK or posedge reset) begin
    if(reset) begin
        ready   <= 1'b0;
        received_data <= 23'h0;
    end else begin
        received_data <= GPI;
        ready   <= 1'b1;
    end
end
endmodule
```

## flow/run.sh

```bash
#!/bin/bash
# OpenROAD 26Q1-2900-gdf79404cd8, Yosys 0.63+post, stock flow scripts
make -C /OpenROAD-flow-scripts/flow DESIGN_CONFIG=/design/flow/config.mk WORK_HOME=/design/flow/orfs finish
```

==> CHANGELOG.md <==
### Metrics

- Status: complete, but fails checks
- Failing checks: negative setup slack
- Clock sinks: 24
- Crit-path cells: buf_2
- Cell Rows: 26
- Endpoint class of the critical path: primary output
- Chip Area, Yosys: 608 µm²
- Syn Inst Count: 26
- Fin. Hold Viols: 0
- Die Height: 92 µm
- Ys Warns: 1
- Top cells by count: 24 x dfrtn_1, 1 x conb_1, 1 x inv_1
- Top cells, area: dfrtn_1 99%, conb_1 0.62%, inv_1 0.62%
- Yosys cell count: 26
- Dominant Register Cell: dfrtn_1
- MaxCap Viol Count: 0
- Crit Path Category: flop to primary output
- OpenROAD warnings: 28
- Worst path slowest cell: dfrtn_1
- Layout cell share with drive strength beyond 1: 0.380
- Root Buffer: clkbuf_8
- Die Wd: 92 µm
- Antenna viol nets, final: 0
- Worst Slack Setup Final: -470 ps
- Vias in the first global route: 464
- Routed WL per cell: 13.2 µm
- Share of the synthesized area in the top cell type: 0.988
- 1st-pass router iterations: 2
- Via/cell ratio: 2.75
- Synth Seq Share: 0.988
- Startpoint Class: flop
- DPL Wire Length: 1630 µm
- CTS clock-pin slew for the worst setup and hold paths: 60 ps
- WL final: 1960 µm
- Tightest Hold Check Type: input pin to async pin
- TritonCTS Buffers: 3
- Max incr delay on CP: 400 ps
- Post-place instance area: 0.00120 mm²
- Placer Congestion: 0.619
- Delay-heaviest family, CP: flip-flops
- Via count: 410
- I/O Buffers: 48
- First-pass GRT wire length: 3060 µm
- Peak VDD IR: 0.000467 V
- Synth area leader: dfrtn_1
- Worst EP arrival: 1270 ps
- Syn Area/Cell: 23.4 µm²
- Final setup fails: 24
- 1st-iter DRT viols: 19
- Chip area: 0.00846 mm²
- Area grow syn2layout: 89.3%
- Largest net degree at the start of global routing: 25
- Final cell count without fillers: 149
- Crit-path max FO: 1
- Slew Limit Fails: 0
- RSZ-0062 raised after global routing: true
- Cell variety after synth: 3
- Initial antenna violation count: 0
- CP Depth: 1
- Leakage power: 0.516 nW
- Post-synth EDFFs: 0
- Htree depth: 1
- Critical Path RT: 800 ps
- Grt total ovfl: 0
- # hold bufs at CTS: 0
- I/O Pins: 49
- Post-CTS Setup Bufs: 0
- Core area: 0.00507 mm²
- CP Buf/Inv Count: 1
- Fp util: 0.120
- Placed cell count: 145
- Overall Global Routing Usage: 0.0471
- CTS tree: yes
- Residual DRC count: 0
- Syn Std Cell Area: 608 µm²
- Final Cell Area: 0.00115 mm²
- # diodes: 0
- Yosys top cell by instances: dfrtn_1
- Synth async-reset ratio: 1.00
- Pwr per Cell Area: 1790 mW/mm²
- #FFs+latches synth: 24
- CTS max path bufs: 2
[repair_timing]
item	4_1_cts	5_1_grt
gates resized	77	0
setup endpoints to repair	24	24
pin swaps	0	0
cloned	0	0
[through the flow]
stage | total power, W | setup TNS, ps | setup slack (ps) | hold WS [ps] | util
detailed placement | 0.00128 | -22950 | -578 | 977 | 0.236
global placement | 0.00128 | -22490 | -568 | 968 | 0.236
CTS | 0.00210 | -11230 | -489 | 668 | 0.227
finish | 0.00206 | -10840 | -470 | 667 | 0.227
global route | 0.00218 | -11900 | -519 | 669 | 0.227
floorplan | 0.00106 | -893 | -37.2 | 468 | -
[registers in the layout, indices dropped and copies added (netlist names)]
register / count
received_data: 23
ready: 1
[report_power, final]
part	total [W]	leakage, nW	switching, W	internal (W)
sequential	0.00104	0.280	0.0000104	0.00103
clock	0.000851	0.0357	0.000316	0.000535
combinational	0.000167	0.201	0.0000461	0.000121
total	0.00206	0.516	0.000373	0.00168
[layout by cell type, fill, tap and decap left out, drive strengths merged]
master          n
buf            25
bufinv          1
clkbuf          3
clkdlybuf4s50  24
clkinvlp        1
conb            1
dfrtn          24
[per-layer routing]
| layer | part of all wire | vias to the layer above | GRT usage |
|---|---|---|---|
| li1 | - | 181 | - |
| met1 | 0.37 | 204 | 0.0548 |
| met2 | 0.51 | 23 | 0.0765 |
| met3 | 0.096 | 2 | 0.0222 |
| met4 | 0.018 | 0 | 0.0129 |
| met5 | 0 | - | 0 |
[cells by family (layout without fill, tap and decap cells)]
family | count (synthesis) | after routing | share of synthesized area
other | 1 | 1 | 0.00617
buffers and inverters | 1 | 54 | 0.00617
DFF | 24 | 24 | 0.988
[worst max path at each step]
stage / slack, ps / from / to
CTS: -490 / received_data[16]$_DFF_NP0_ / received_data[16]
global route: -520 / received_data[2]$_DFF_NP0_ / received_data[2]
finish: -470 / received_data[2]$_DFF_NP0_ / received_data[2]
[worst min-delay path, stage by stage]
cell and delay [ps]:
clkdlybuf4s50_1 440, clkinvlp_4 100, buf_12 170
[area by class of cell]
cell class | instances | area [µm²]
fill | 562 | 3920
timing repair buffer | 49 | 380
clock inverter | 1 | 30.0
inverter | 1 | 7.51
multi-input combinational | 1 | 3.75
sequential | 24 | 601
tap | 70 | 87.6
clock buffer | 3 | 41.3
Power and IR drop assume default switching activity.
