`flow/config.mk`:
```
export PLATFORM = sky130hd
export DESIGN_NAME = GPI_Status
export DESIGN_NICKNAME = GPI_Status
export VERILOG_FILES = /design/flow/design.v
export SDC_FILE = /design/flow/constraint.sdc
export NUM_CORES = 4
export LEC_CHECK = 1
export CORE_AREA = 10 10 101 101
export DIE_AREA = 0 0 111 111
```
`flow/constraint.sdc`:
```
current_design GPI_Status

set clk_period 3.8
set clk_io_pct 0.2

create_clock -name clk0 -period $clk_period [get_ports {clk}]

set non_clock_inputs [all_inputs -no_clocks]
set_input_delay [expr $clk_period * $clk_io_pct] -clock clk0 $non_clock_inputs
set_output_delay [expr $clk_period * $clk_io_pct] -clock clk0 [all_outputs]
```
`flow/design.v`:
```
`timescale 1ns / 1ps
module GPI_Status(
    input       clk,
    input       reset,
    input       GPI_status,  
    input       Fx3_ready,    
    output      value_from_usb,
    output reg  valid,
    output      USB_cabel_connection  
);
assign value_from_usb = GPI_status;
assign USB_cabel_connection = (state == WAIT_DISCONNECT);
reg [1:0] state;
localparam IDLE             = 2'h0;
localparam KEEP_1           = 2'h1;
localparam WRITE_TO_REG     = 2'h2;
localparam WAIT_DISCONNECT  = 2'h3;
reg [11:0] delay; 
always@(negedge clk) begin
    if (reset) begin
        state <= IDLE;      
    end else begin
        case(state)
            IDLE: begin
                if(Fx3_ready) begin
                    state <= KEEP_1;
                end else begin
                  valid <= 0;
                  delay <= 0;
                end
            end
            KEEP_1: begin  
                if (Fx3_ready)
                    if (delay > 12'hFA0) begin
                        delay <= 12'h0;
                        state <= WRITE_TO_REG;
                    end else
                        delay <= delay + 1;
                else
                    state <= IDLE;
            end
            WRITE_TO_REG: begin
                valid <= 1'b1;
                state <= WAIT_DISCONNECT;
            end
            WAIT_DISCONNECT: begin
                valid <= 1'b0;
                if (!Fx3_ready)
                    state <= IDLE;
            end
        endcase
    end
end
endmodule
```
`flow/run.sh`:
```
#!/bin/bash
# OpenROAD 26Q1-2900-gdf79404cd8, Yosys 0.63+post, stock flow scripts
make -C /OpenROAD-flow-scripts/flow DESIGN_CONFIG=/design/flow/config.mk WORK_HOME=/design/flow/orfs finish
```
==> results.txt <==
fresh numbers from the pnr run: status=finished, final reports clean, Remaining DRCs=0, fill count=approximately 880, clock latency (worst-skew pair)=between 0.3 and 0.4 ns, Top-area cell share=41.5%, TritonCTS buffer count=3, first-pass GRT wire length=approximately 3.2 mm, CTS tree=yes, # clock sinks=17, vias per cell=between 3 and 4, Worst Path Arrival=about 3.0 ns, synth top area cells=edfxtp_1 42%, a211oi_2 9.3%, dfxtp_1 8.5%, design area=roughly 1300 um^2, routed vias=around 750, Post-Route WL=around 1.8 mm, CP Capture Type=primary output, GRT Total Usage=under 10%, Die Ht=between 100 and 150 um, WS Path Type=reg2out, area leader, netlist=edfxtp_1, library cells used by synthesis=28, largest net degree at the start of global routing=13, Top-Level Pins=7, Cells after Synth=87, pins over their slew limit=0, vias in the first global route=762, final setup fails=0, Peak supply drop=135 uV, placed cell area=roughly 1100 um^2, Static Leak=around 0.44 nW, RSZ-0062 raised after global routing=no, area reported by Yosys stat=around 940 um^2, DRT iter0 DRCs=between 70 and 80, clk buf depth=2, worst path cell trace=clkdlybuf4s50_1, I/O Buffers=4, DR pass1 iterations=4, chip width=111 um, die footprint=approximately 12000 um^2, RR Startpoint=delay[0], syn_area_per_cell=approximately 11 um^2, Hold-fix buffers, CTS=0, family with the most delay on the worst path=buffers and inverters, Pwr per Cell Area=a little over 400 nW/um^2, core area=between 8000 and 9000 um^2, Post-DRT Antenna Nets=0, FP Util=between 10 and 15%, Fin. Hold Viols=0, reg-to-reg slack, setup=1.73 ns, number of max-cap violations=0, hold endpoint=valid, Tot Pwr=between 500 and 600 uW, crit start category=flip-flop, hold path depth=0, # diodes=0, layout cells sized above 1=around 17%, synth warn=1, placed cells=slightly below 200, tool warnings=between 40 and 50, final core utilization=between 15 and 20%, Hold Crit Start=state[1], R2R Path End=delay[6], synthesis-stage register bit count=17, initial antenna violation count=0, Largest stage delay, worst path=0.46 ns, worst path bufs/invs=1, Slowest cell on crit path=clkdlybuf4s50_1, Synth Seq Share=approximately half, Slew Limit Headroom=roughly three fifths, root buf cell=clkbuf_8, Reg clk slew, reported paths=roughly 0.030 ns, Worst Path Max Fanout=2, Reg2Reg Depth=6, Hold Path Class=reg2reg, WL/cell=around 8.3 um, setup_tns=0 ns, H-Tree Depth=1, Worst-Margin Slew=between 0.5 and 0.6 ns, Fin Clk Skew=~0.014 ns, synthesis-to-finish area growth=34.8%, grt ovf=0, number of cells in Yosys stat=a little under 90, Placer Congestion=roughly 0.81, Synth Cell Area=940 um^2, Post-Layout Cell Count=~220, CP Data Required Time=between 3 and 4 ns, Rows=33
## cell usage in the layout (no fill, tap or decap), types with 4 or more instances in the layout
cell type	netlist	layout
inv_1	5	21
clkdlybuf4s50_1	0	4
nand3_1	4	4
nand2_1	7	7
nor3_1	6	6
edfxtp_1	13	13
o21ai_0	6	6
or3_1	4	4
a211oi_2	7	7
## cells by family (layout without fill, tap and decap cells)
group / Yosys count / after routing / synth area share (%)
AND-OR/OR-AND: 20 / 20 / 17.6
XOR/XNOR: 3 / 3 / 2.80
adder cells (fa/ha/maj): 2 / 2 / 2.66
buffers and inverters: 9 / 33 / 4.53
flip-flops: 17 / 17 / 50.1
AND/OR/NAND/NOR: 36 / 36 / 22.4
## what timing repair did
action,in CTS,in global routing
gates resized,1,0
setup buffers,1,0
setup endpoints to repair,1,0
## Yosys cell counts (all sizes together)
cell type and n:
nand3b 1, o21ai 6, o21bai 1, buf 3
nand2 7, and3 1, a21oi 2, xor2 2
xnor2 1, ha 2, nor3 6, a211oi 8
or3 4, o31ai 3, nor3b 3, nor2 2
nand3 4, and4bb 1, nor2b 1, inv 5
edfxtp 13, nand4 4, or4 2, dfxtp 4
clkbuf 1
## cell type report
class	count	area, um^2	share of cell area, %
flip-flops and latches	17	472	37.3
multi-input cells	61	430	34.0
well taps	105	131	10.4
clock inverters	18	93.8	7.41
repair buffers	8	82.6	6.52
clock buffers	3	41.3	3.26
inverters	4	15.0	1.19
## layer usage
metal  vias up  wire (um)  track usage, %
met4         0         12            1.30
met3         2        105            1.53
met2        19        785            4.13
met5         -          0               0
li1        382          -               -
met1       347        878            3.60
## sequential cells by signal (all words and copies together) (netlist names)
name,count
state,4
delay,12
valid,1
## metrics by stage
stage | hold slack (ns) | setup WS (ns)
finish | 0.451 | 0.0510
CTS | 0.454 | 0.0373
global route | 0.454 | 0.0107
floorplan | 0.432 | 0.199
detailed placement | 0.444 | -0.116
global placement | 0.443 | -0.119
## report_power, final
part	switching [mW]	internal, mW
Clock	0.106	0.164
Combinational	0.0185	0.0164
Sequential	0.00949	0.211
## worst max-delay path by stage
stage                 cells after the start  slack [ns]  startpoint                    to
after global routing                      1        0.01    state[3]  USB_cabel_connection
after CTS                                 1        0.04       valid                 valid
final                                     1        0.05    state[3]  USB_cabel_connection
Power figures rest on the tool's default switching activity, not on a simulated workload.
